--- flow/config.mk ---
export PLATFORM = sky130hd
export DESIGN_NAME = CarrySelectAdder16Bit
export DESIGN_NICKNAME = CarrySelectAdder16Bit
export VERILOG_FILES = /design/flow/design.v
export SDC_FILE = /design/flow/constraint.sdc
export NUM_CORES = 4
export LEC_CHECK = 1
export CORE_AREA = 10 10 70 70
export DIE_AREA = 0 0 80 80
--- flow/constraint.sdc ---
current_design CarrySelectAdder16Bit

set clk_period 6.0
set clk_io_pct 0.2

create_clock -name clk0 -period $clk_period

set non_clock_inputs [all_inputs -no_clocks]
set_input_delay [expr $clk_period * $clk_io_pct] -clock clk0 $non_clock_inputs
set_output_delay [expr $clk_period * $clk_io_pct] -clock clk0 [all_outputs]
--- flow/design.v ---
module CarrySelectAdder16Bit(input [15:0]A, input [15:0]B, input Cin, output [15:0]C, output Cout);
wire firstToSecond ;  
wire SecondToThird ;
wire ThirdToFourth ;
fourBitAdder 	  first(A[3:0],B[3:0],Cin,				C[3:0],firstToSecond);
parallel4BitAdder second(A[7:4],B[7:4],firstToSecond,			C[7:4],SecondToThird);
parallel4BitAdder third(A[11:8],B[11:8],SecondToThird,			C[11:8],ThirdToFourth);
parallel4BitAdder fourth(A[15:12],B[15:12],ThirdToFourth,	 	C[15:12],Cout);
endmodule 
module fourBitAdder(input [3:0]A, input [3:0]B, input Cin, output [3:0]C,output Cout);
assign {Cout,C} = A+B+Cin;
endmodule 
module parallel4BitAdder(input [3:0]A, input [3:0]B, input Cin, output [3:0]C, output Cout);
wire firstCarry;
wire secondCarry;
wire [3:0] firstResult;
wire [3:0] secondResult;
fourBitAdder   first(A,B,0,firstResult,firstCarry);
fourBitAdder   second(A,B,1,secondResult,secondCarry);
assign C = (Cin)? secondResult:firstResult ;
assign Cout = (Cin)? secondCarry:firstCarry ;
endmodule 
--- flow/run.sh ---
#!/bin/bash
# OpenROAD 26Q1-2900-gdf79404cd8, Yosys 0.63+post, stock flow scripts
make -C /OpenROAD-flow-scripts/flow DESIGN_CONFIG=/design/flow/config.mk WORK_HOME=/design/flow/orfs finish
==> GITHUB_STEP_SUMMARY <==
### Metrics collected by this job

| Metric | Value |
|---|---|
| Outcome | `finished, final reports clean` |
| # Cells Yosys | `98` |
| Critical Path RT | `4.80 ns` |
| Worst VDD drop | `42.7 uV` |
| Final Hold Fails | `0` |
| Adder Share, Synth | `37.5%` |
| Tool warnings | `32` |
| Total wire length | `2100 um` |
| Post-DR vias/cell | `4.25` |
| Distinct cells, synth | `25` |
| RSZ-0062 raised after global routing | `no` |
| Vias in the first global route | `872` |
| Setup WS pre-CTS | `0.272 ns` |
| Vias | `829` |
| Worst Slack Setup Final | `0.292 ns` |
| Total gr overflow | `0` |
| Worst path top cell family by delay | `buffers and inverters` |
| Cell Chain, Critical Path | `clkdlybuf4s50_1 > inv_1 > fa_1 > fa_1 > nand2b_1 > a21oi_2 > nor4b_4 > mux2i_4 > xnor2_2 > mux2_1 > clkdlybuf4s50_1` |
| Share of cells above drive strength 1 | `5.37%` |
| Final setup vio count | `0` |
| Core region area | `3420 um^2` |
| Crit path time final | `5.71 ns` |
| Iteration-0 DRC Markers | `5` |
| Hold_sp | `Cin` |
| Crit Path Max Fanout | `4` |
| Yosys stat area | `868 um^2` |
| First-pass GRT wire length | `3520 um` |
| Routability Congestion | `0.776` |
| Slowest cell delay on critical path | `0.46 ns` |
| Hold Crit Endpoint | `C[0]` |
| FP Util | `25.4%` |
| Gr usage total | `6.40%` |
| Hold Path Depth | `5` |
| Setup Buffers After CTS | `0` |
| Mux share of post-synthesis cell area | `9.94%` |
| Post-Syn Instances | `98` |
| CP Capture Type | `output port` |
| Post-Synth XOR/XNOR Area | `19.9%` |
| Seq. cell area | `0 um^2` |
| Area delta synth->final | `65.1%` |
| Seq cells | `0` |
| Worst-margin pin slew | `0.377 ns` |
| Top logic family | `adder cells` |
| Syn. warnings | `2` |
| Post-CTS Hold Buffers | `0` |
| Sum of negative setup slack | `0 ns` |
| Hold crit path type | `input pin to output port` |
| Slew Limit Headroom | `74.7%` |
| Complex Gates by Area | `11.7%` |
| Initial antenna violation count | `0` |
| Dpl hpwl | `2030 um` |
| Num rows | `21` |
| Crit-path slowest cell | `clkdlybuf4s50_1` |
| CP bufs+invs | `3` |
| Die width | `80 um` |
| Area fraction in and, or, nand and nor cells | `17.1%` |
| WL per Instance | `10.7 um` |
| Fin crit share | `95.1%` |
| Leakage | `0.624 nW` |
| PortBufs | `50` |
| Arr. time, crit path | `4.51 ns` |
| Startpoint Class | `input pin` |
| Synth Seq Share | `0%` |
| Clock buf count | `0` |
| DRC | `0` |
| Mapped Area | `868 um^2` |
| Largest net degree at the start of global routing | `5` |
| Syn_area_per_cell | `8.86 um^2` |
| Post_cts resized | `0` |
| Pwr Density | `113 nW/um^2` |
| Die area | `6400 um^2` |
| Top Ports | `50` |
| WS Path Type | `input pin to output port` |
| Max Cap Viol | `0` |
| Antenna Nets Post-Route | `0` |
| Die span in y | `80 um` |
| N_diodes | `0` |
| Fmax achieved | `175 MHz` |
| Critical Path Source | `A[0]` |
| Slew Limit Fails | `0` |
| First drt pass iteration count | `4` |
-- final cells by class --
class / instances / area, um^2
well taps: 46 / 57.6
fillers: 349 / 1980
multi-input cells: 89 / 835
inverters: 9 / 33.8
repair buffers: 51 / 508
-- through the flow --
step	util (%)	hold WS (ns)	area (um^2)	total power, mW	cells
floorplan	-	2.58	868	0.0753	98
global placement	42.0	3.45	1430	0.164	195
detailed placement	42.0	3.44	1430	0.165	195
CTS	42.0	3.44	1430	0.166	195
global route	42.0	3.48	1430	0.182	195
finish	42.0	3.43	1430	0.161	195
-- per-layer routing --
metal	wire (um)	vias to the layer above	global-route usage [%]
met1	843	347	7.47
met4	0	0	0
li1	-	448	-
met2	918	34	10.8
met5	0	-	0
met3	333	0	3.41
-- report_power, final --
group	switching (mW)	internal [mW]	total, mW
registers	0	0	0
logic	0.0556	0.106	0.161
clock network	0	0	0
-- cells in the mapped netlist --
cell type,number,area [um^2]
a21oi_1,7,35.0
mux2i_1,3,30.0
nand2_1,5,18.8
a21oi_2,1,8.76
xnor2_2,1,16.3
nor2_1,5,18.8
mux2_2,2,22.5
nand4b_1,1,8.76
and3_1,2,12.5
mux2_1,1,11.3
ha_1,18,225
or3_1,1,6.26
xor2_2,1,16.3
fa_1,5,100
nand4_1,5,31.3
nand3_1,2,10.0
o21ai_0,1,5.00
a21o_1,7,52.6
inv_1,9,33.8
xor2_1,5,43.8
and2_1,2,12.5
xnor2_1,11,96.3
nor4b_4,1,23.8
nand2b_1,1,6.26
mux2i_4,1,22.5
-- placed cells by master (no fill, tap or decap) --
master and n:
or3_1 1, nand2_1 5, a21oi_2 1, buf_4 1, clkdlybuf4s50_1 50, nor2_1 5, a21o_1 7, xor2_2 1
mux2_2 2, ha_1 18, xor2_1 5, xnor2_2 1, nand3_1 2, nor4b_4 1, o21ai_0 1, xnor2_1 11
and3_1 2, mux2i_4 1, nand4_1 5, a21oi_1 7, nand4b_1 1, fa_1 5, inv_1 9, mux2_1 1
nand2b_1 1, mux2i_1 3, and2_1 2
-- how the worst max path moves through the flow --
stage,end,slack (ns),cells after the start
final,C[13],0.29,11
after global routing,Cout,0.10,11
after CTS,C[13],0.26,11
-- cells by family (layout without fill, tap and decap cells) --
family	Yosys count	after routing
simple gates	25	25
fa+ha+maj	23	23
xor+xnor	18	18
compound gates	16	16
buf+inv	9	60
mux	7	7
No activity file was given, so power comes from the tool's default toggle rates.
